[flow/config.mk]
export PLATFORM = sky130hd
export DESIGN_NAME = arbiter_wrr
export DESIGN_NICKNAME = arbiter_wrr
export VERILOG_FILES = /design/flow/design.v
export SDC_FILE = /design/flow/constraint.sdc
export NUM_CORES = 4
export LEC_CHECK = 1
export CORE_UTILIZATION = 30
[flow/constraint.sdc]
current_design arbiter_wrr

set clk_period 3.7
set clk_io_pct 0.2

create_clock -name clk0 -period $clk_period [get_ports {clk}]

set non_clock_inputs [all_inputs -no_clocks]
set_input_delay [expr $clk_period * $clk_io_pct] -clock clk0 $non_clock_inputs
set_output_delay [expr $clk_period * $clk_io_pct] -clock clk0 [all_outputs]
[flow/design.v]
module arbiter_wrr(
						input clk,
						input resetb,
						input [2:0] req_vec,		 
						input [3:0] req_vec_wt_0,	 
						input [3:0] req_vec_wt_1,	 
						input [3:0] req_vec_wt_2,	 
						input req_n_valid ,			 
						input  [2:0] end_access_vec,	 
						output reg [2:0] gnt_vec 					
					);
reg  [2:0] arbiter_state, arbiter_state_nxt;
reg  [2:0] gnt_vec_nxt;			 
reg  [3:0] count_req_vec [2:0];
reg  [3:0] count_req_vec_nxt [2:0];
wire [2:0] cnt_reqdone_vec;
reg  [2:0] relative_req_vec;
reg  [1:0] grant_posn,grant_posn_nxt;
reg  [2:0] relative_cntdone_vec;
reg  [3:0] req_vec_wt_stored [2:0];
wire [3:0] req_vec_wt[2:0];
parameter IDLE 		= 3'b001,	ARM_VALUE 		= 3'b010,		END_ACCESS 		= 3'b100;
parameter IDLE_ID 	= 0,		ARM_VALUE_ID 	= 1,			END_ACCESS_ID 	= 2;
assign req_vec_wt[0] = req_vec_wt_0;
assign req_vec_wt[1] = req_vec_wt_1;
assign req_vec_wt[2] = req_vec_wt_2;
always@(*)
	begin
		relative_req_vec = req_vec;
		case(grant_posn)
		2'd0: relative_req_vec	= {req_vec[0],req_vec[2:1]};
		2'd1: relative_req_vec	= {req_vec[1:0],req_vec[2]};		
		2'd2: relative_req_vec	= {req_vec[2:0]};				
		default : begin end
		endcase		
	end
always@(*)
	begin
		relative_cntdone_vec	= cnt_reqdone_vec;
		case(grant_posn)
		2'd0: relative_cntdone_vec	= {cnt_reqdone_vec[0]  ,cnt_reqdone_vec[2:1]};
		2'd1: relative_cntdone_vec	= {cnt_reqdone_vec[1:0],cnt_reqdone_vec[2]  };		
		2'd2: relative_cntdone_vec	= {cnt_reqdone_vec[2:0]};				
		default : begin end
		endcase
	end
always@(*)
		begin
			arbiter_state_nxt		= arbiter_state;
			gnt_vec_nxt				= gnt_vec;
			count_req_vec_nxt[0]	= count_req_vec[0];
			count_req_vec_nxt[1]	= count_req_vec[1];
			count_req_vec_nxt[2]	= count_req_vec[2];			
			grant_posn_nxt			= grant_posn;
			case(1'b1)			 
				arbiter_state[IDLE_ID]	: 
						begin
							if(req_n_valid)
								begin
									arbiter_state_nxt		= ARM_VALUE;
									count_req_vec_nxt[0]	= req_vec_wt[0];   
									count_req_vec_nxt[1]	= req_vec_wt[1];						
									count_req_vec_nxt[2]	= req_vec_wt[2];				
									gnt_vec_nxt			= 3'b000;
								end
						end
				arbiter_state[ARM_VALUE_ID] :
						begin
							if ((gnt_vec== 'd0)				 	 || 
								(end_access_vec[0] & gnt_vec[0]) || 
								(end_access_vec[1] & gnt_vec[1]) || 
								(end_access_vec[2] & gnt_vec[2]))
									begin
										if (relative_req_vec[0] & !relative_cntdone_vec[0])
											begin
												arbiter_state_nxt = END_ACCESS;			
												case(grant_posn)
												2'd0 :	gnt_vec_nxt	= 3'b010;
												2'd1 :	gnt_vec_nxt	= 3'b100;
												2'd2 :	gnt_vec_nxt	= 3'b001;
												default: begin end
												endcase
												case(grant_posn)					 
												2'd0 :	count_req_vec_nxt[1]	= count_req_vec_nxt[1] -1'b1;
												2'd1 :	count_req_vec_nxt[2]	= count_req_vec_nxt[2] -1'b1;
												2'd2 :	count_req_vec_nxt[0]	= count_req_vec_nxt[0] -1'b1;
												default: begin end
												endcase
												case(grant_posn)					 
												2'd0 :	grant_posn_nxt	= 'd1;
												2'd1 :	grant_posn_nxt	= 'd2;
												2'd2 :	grant_posn_nxt	= 'd0;
												default: begin end
												endcase
											end
										else
											if (relative_req_vec[1] & !relative_cntdone_vec[1])
												begin
													arbiter_state_nxt = END_ACCESS;			
													case(grant_posn)
													2'd0 :	gnt_vec_nxt	= 3'b100;
													2'd1 :	gnt_vec_nxt	= 3'b001;
													2'd2 :	gnt_vec_nxt	= 3'b010;
													default: begin end
													endcase
													case(grant_posn)
													2'd0 :	count_req_vec_nxt[2]	= count_req_vec_nxt[2] -1'b1;
													2'd1 :	count_req_vec_nxt[0]	= count_req_vec_nxt[0] -1'b1;
													2'd2 :	count_req_vec_nxt[1]	= count_req_vec_nxt[1] -1'b1;
													default: begin end
													endcase
													case(grant_posn)
													2'd0 :	grant_posn_nxt	= 'd2;
													2'd1 :	grant_posn_nxt	= 'd0;
													2'd2 :	grant_posn_nxt	= 'd1;
													default: begin end
													endcase
												end
										else
											if (relative_req_vec[2] & !relative_cntdone_vec[2])
												begin
													arbiter_state_nxt = END_ACCESS;			
													case(grant_posn)
													2'd0 :	gnt_vec_nxt	= 3'b001;
													2'd1 :	gnt_vec_nxt	= 3'b010;
													2'd2 :	gnt_vec_nxt	= 3'b100;
													default: begin end
													endcase
													case(grant_posn)
													2'd0 :	count_req_vec_nxt[0]	= count_req_vec_nxt[0] -1'b1;
													2'd1 :	count_req_vec_nxt[1]	= count_req_vec_nxt[1] -1'b1;
													2'd2 :	count_req_vec_nxt[2]	= count_req_vec_nxt[2] -1'b1;
													default: begin end
													endcase
													case(grant_posn)
													2'd0 :	grant_posn_nxt	= 'd0;
													2'd1 :	grant_posn_nxt	= 'd1;
													2'd2 :	grant_posn_nxt	= 'd2;
													default: begin end
													endcase
												end
										else
											begin
												gnt_vec_nxt	= 3'b000;
												count_req_vec_nxt[0]	= req_vec_wt_stored[0];
												count_req_vec_nxt[1]	= req_vec_wt_stored[1];
												count_req_vec_nxt[2]	= req_vec_wt_stored[2];												
											end										
									end	
						end
				arbiter_state[END_ACCESS_ID] :
						begin
							if ((end_access_vec[0] & gnt_vec[0]) || 
								(end_access_vec[1] & gnt_vec[1]) || 
								(end_access_vec[2] & gnt_vec[2]))
								begin
									arbiter_state_nxt = ARM_VALUE;
									if (relative_req_vec[0] & !relative_cntdone_vec[0]) 
										begin
											case(grant_posn)
											2'd0 : gnt_vec_nxt = 3'b010;
											2'd1 : gnt_vec_nxt = 3'b100;
											2'd2 : gnt_vec_nxt = 3'b001;
											default: begin end
											endcase
											case(grant_posn)
											2'd0 :	count_req_vec_nxt[1]	= count_req_vec_nxt[1] -1'b1;
											2'd1 :	count_req_vec_nxt[2]	= count_req_vec_nxt[2] -1'b1;
											2'd2 :	count_req_vec_nxt[0]	= count_req_vec_nxt[0] -1'b1;
											default: begin end
											endcase
											case(grant_posn)
											2'd0 :	grant_posn_nxt	= 'd1;
											2'd1 :	grant_posn_nxt	= 'd2;
											2'd2 :	grant_posn_nxt	= 'd0;
											default: begin end
											endcase
										end
									else
										if (relative_req_vec[1] & !relative_cntdone_vec[1])
											begin
												case(grant_posn)
												2'd0 : gnt_vec_nxt = 3'b100;
												2'd1 : gnt_vec_nxt = 3'b001;
												2'd2 : gnt_vec_nxt = 3'b010;
												default: begin end
												endcase
												case(grant_posn)
												2'd0 :	count_req_vec_nxt[2]	= count_req_vec_nxt[2] -1'b1;
												2'd1 :	count_req_vec_nxt[1]	= count_req_vec_nxt[0] -1'b1;
												2'd2 :	count_req_vec_nxt[0]	= count_req_vec_nxt[1] -1'b1;
												default: begin end
												endcase
												case(grant_posn)
												2'd0 :	grant_posn_nxt	= 'd2;
												2'd1 :	grant_posn_nxt	= 'd0;
												2'd2 :	grant_posn_nxt	= 'd1;
												default: begin end
												endcase
											end
									else
										if (relative_req_vec[2] & !relative_cntdone_vec[2])
											begin
												case(grant_posn)
												2'd0 : gnt_vec_nxt = 3'b001;
												2'd1 : gnt_vec_nxt = 3'b010;
												2'd2 : gnt_vec_nxt = 3'b100;
												default : begin end
												endcase												
												case(grant_posn)
												2'd0 :	count_req_vec_nxt[0]	= count_req_vec_nxt[0] -1'b1;
												2'd1 :	count_req_vec_nxt[1]	= count_req_vec_nxt[1] -1'b1;
												2'd2 :	count_req_vec_nxt[2]	= count_req_vec_nxt[2] -1'b1;
												default: begin end
												endcase
												case(grant_posn)
												2'd0 :	grant_posn_nxt	= 'd0;
												2'd1 :	grant_posn_nxt	= 'd1;
												2'd2 :	grant_posn_nxt	= 'd2;
												default: begin end
												endcase
											end
										else
											begin
												gnt_vec_nxt	= 3'b000;
												count_req_vec_nxt[0]	= req_vec_wt_stored[0];
												count_req_vec_nxt[1]	= req_vec_wt_stored[1];
												count_req_vec_nxt[2]	= req_vec_wt_stored[2];												
											end										
									end	
						end
			endcase
		end
assign cnt_reqdone_vec[0] = (count_req_vec[0] =='d0);
assign cnt_reqdone_vec[1] = (count_req_vec[1] =='d0);
assign cnt_reqdone_vec[2] = (count_req_vec[2] =='d0);
always@(posedge clk or negedge resetb)
	begin
		if(!resetb)
			begin
				arbiter_state		<= IDLE;
				gnt_vec				<= 'd0;
				count_req_vec[0]	<= 'd0;
				count_req_vec[1]	<= 'd0;				
				count_req_vec[2]	<= 'd0;				
				req_vec_wt_stored[0] <= 'd0;
				req_vec_wt_stored[1] <= 'd0;
				req_vec_wt_stored[2] <= 'd0;
				grant_posn			 <= 'd2;
			end
		else	
			begin
				arbiter_state		<= arbiter_state_nxt;				
				gnt_vec				<= gnt_vec_nxt;
				count_req_vec[0]	<= count_req_vec_nxt[0];
				count_req_vec[1]	<= count_req_vec_nxt[1];
				count_req_vec[2]	<= count_req_vec_nxt[2];
				req_vec_wt_stored[0] <= req_vec_wt_stored[0];
				req_vec_wt_stored[1] <= req_vec_wt_stored[1];
				req_vec_wt_stored[2] <= req_vec_wt_stored[2];
				grant_posn			 <= grant_posn_nxt;
			end
	end
endmodule
[flow/run.sh]
#!/bin/bash
# OpenROAD 26Q1-2900-gdf79404cd8, Yosys 0.63+post, stock flow scripts
make -C /OpenROAD-flow-scripts/flow DESIGN_CONFIG=/design/flow/config.mk WORK_HOME=/design/flow/orfs finish
==> notes.md <==
The run gives 1,846 for the overall via count from detail_route. The root buffer selected by CTS is clkbuf_8. The combinational fraction of design power came out at 60.8%. The endpoint of the worst hold path is reported as gnt_vec[0]$_DFFE_PN0P_. The number of violations reported at the end of detailed-routing iteration 0 is 139. The pin closest to its max-slew limit shows a slew of 0.858 ns. Power per standard cell area: 792 mW/mm². Looking at the clock tree report, the maximum root-to-sink buffer count equals 2. The maximum fanout encountered on the critical timing path is 19, and the tally of yosys warning messages is 4. The last timing report of the flow puts the setup violation total at 0. During I/O placement, the number of pins put on the boundary was 24. The run gives 0.00206 mm² as the combined area of all synthesized cells. Area taken by flip-flops and latches: 528 µm². Counting flops with an async set or reset pin after synthesis yields a share of 100%.

Per the synth log, the flip-flop and latch total comes to 21. The warning total across the stage logs is 25. In the final run the clock tree shows a worst skew of 0.000870 ns. The multi-input combinational cells in the finished layout cover a total of 0.00136 mm². The clock tree has to reach 21 sinks. The worst setup path is launched from a flop. Dividing the detail-routed via count by the number of cells gives 5.61.

The script logs the mean routed wire length per placed instance as 15.1 µm. The run gives 84.9 µm for the horizontal die dimension. Measured along the y axis, the die boundary spans 84.9 µm. The fill cell total of the finished layout is 667, and the TritonCTS buffer count is 3. As reported, the later end of the worst-skew pair has a clock insertion delay of 0.27 ns.

The worst hold path begins at gnt_vec[0]$_DFFE_PN0P_. STA reports a reg2reg setup slack of 0.71 ns. The top cell type by instance count after synthesis was nand2_1. The run gives 942 µW as the internal portion of total power. The run gives 3500 µm as the post-detailed-placement half-perimeter wirelength. Adding up every negative setup slack in the final design gives 0 ns. Summed over all layers, the routed wires come to 4960 µm. The run finished with clean final reports.

Sorting the synthesized cells by area gives the leading types as dfrtp_1 (23%), nand2_1 (5.3%), xor2_1 (4.7%), nor2_1 (4.2%), mux2i_1 (3.9%). The run gives 33 as the largest net degree at the start of global routing. For the worst reg-to-reg path, the endpoint reported by OpenROAD is gnt_vec[2]$_DFFE_PN0P_. The overall die area is 0.00721 mm², and the starting density of the core is 31.8%.

Wire length of the first global-routing pass: 8650 µm. STA puts the critical path data required time at 3.86 ns. The portion of synthesized cell area occupied by the leading cell type is 23.0%, and the chip area line of the yosys report is 0.00206 mm². TritonCTS built the clock tree. The worst hold-check path type was reg2reg. The biggest area contributor in the post-synthesis netlist is dfrtp_1. The area of the core region came out at 0.00649 mm². Per the final layout report, the fraction of cells sized above drive strength 1 comes to 11.5%.

Number of max-cap violations: 0. The run gives 0.869 nW for the leakage power total. Endpoints failing hold in the final report were tallied at 0. The global placer's final weighted congestion came out at 0.839. The worst setup path is captured at a flop. The hold path depth works out to 1. Setup repair after global routing left no endpoint under its margin. Sorting the synthesized cells by how often they occur yields nand2_1 (29), nor2_1 (23), dfrtp_1 (19).

Layout overhead on the synthesized area: 13.0%. The tightest hold path in the finished design has a slack of 0.547 ns. The script parses the final routing iteration and logs DRC violations as 0. The pre-antenna-repair detailed-routing pass consisted of 4 iterations. The final timing report derives a shortest allowable period of 2.99 ns. Buffers placed on the I/O ports in this run total 23.

The clock transition at the registers of the reported paths works out to 0.09 ns. The logs give 14.8% for the combined global-route utilization of all metal layers and 0 for the max-slew violation total from the final report. In this run the core area contains 29 standard-cell rows. Measured in cells, the most critical reg-to-reg path has a length of 7. STA lists the startpoint of the worst register-to-register path as count_req_vec[1][0]$_DFFE_PN0P_.

Looking at the power breakdown, the clock network takes 8.8% of the total. The highest clock rate came out at 0.334 GHz. The run gives 80.9% for the period utilization.

The cell count listed in synth_stat.txt came out at 244. In this run the remaining antenna-violating nets after routing total 0. Looking at the setup timing report, the critical path kind is reg2reg. For this run the aggregate overflow at the end of global routing stands at 0. Initial antenna violation count: 0. The number of synthesized flops with an enable pin was 0. The sequential cell fraction of total power is 30.4%, and the switching share of total power is 49.0%.

For the number of hold-repair buffers added at the cts stage, the log shows 0. The count of antenna diodes in the layout was 0; the post-synthesis cell count was 244. The power dissipated by switching net loads was 906 µW. Per STA, the startpoint of the critical path is count_req_vec[1][0]$_DFFE_PN0P_. The worst-case max-slew headroom was logged as 42.8%.

The via count of the first global-routing pass was 1,712. The run gives 3.15 ns as the arrival time reported for the critical path endpoint. The run gives 1 for the deepest level of the CTS H-tree. For the count of distinct cell types in the synthesized netlist, the log shows 60. The synthesized area divided by synthesized cell count came out at 8.46 µm². Looking at the cell usage after synthesis, the top flip-flop cell is dfrtp_1. The number of setup buffers added after CTS is 0. Post-CTS repair ended up resizing 0 cells.

With the sequential element share of the synthesized area at 25.6%, the worst-case vdd ir drop is 221 µV.
## worst max path at each step
stage | to | slack [ns] | depth (start not counted)
5_1_grt | gnt_vec[2]$_DFFE_PN0P_ | 0.46 | 8
4_1_cts | gnt_vec[2]$_DFFE_PN0P_ | 0.73 | 7
6_report | gnt_vec[2]$_DFFE_PN0P_ | 0.71 | 7
## per-stage QoR
stage | power (mW) | setup slack (ns) | util, % | cell area [µm²] | cells
CTS | 1.85 | 0.730 | 35.9 | 2330 | 329
global placement | 1.67 | 0.492 | 35.2 | 2290 | 325
floorplan | 1.48 | 1.32 | - | 2060 | 244
finish | 1.85 | 0.708 | 35.9 | 2330 | 329
detailed placement | 1.68 | 0.457 | 35.2 | 2290 | 325
global route | 2.03 | 0.460 | 35.9 | 2330 | 329
## critical path, cell delays in order, from the launching register on
cell and delay [ns]:
dfrtp_1 0.48, inv_1 0.12, ha_1 0.24, nor3b_4 0.39, a221o_1 0.79, nand3_4 0.19
a31oi_2 0.32, mux2_1 0.35
## power groups by stage
stage	Sequential (mW)	Combinational (mW)	Clock [mW]
global route	0.588	1.26	0.174
finish	0.562	1.12	0.163
CTS	0.561	1.12	0.165
## layout by cell type, fill, tap and decap left out, drive strengths merged, types with 2 or more instances in the layout
cell           synthesis  final
and2                   3      3
or2                    4      4
mux2                   4      4
clkdlybuf4s50          0     23
o21bai                 2      2
a31oi                 12     12
nor3                   9      9
and3                   2      2
clkbuf                10      3
inv                   12     12
buf                   12      3
o211ai                 3      3
dfstp                  2      2
a311oi                 3      3
nand2                 30     30
a21oi                 12     12
a221o                  2      2
ha                     3      3
o221ai                 2      2
nor2                  23     23
a41oi                  2      2
a22oi                  8      8
nor3b                  3      3
a32oi                  2      2
a211oi                 4      4
xor2                  11     11
a21boi                 2      2
or3b                   2      2
xnor2                  5      5
o311ai                 3      3
o22ai                  2      2
nand3                  4      4
o2111ai                3      3
o31ai                  4      4
o21ai                  3      3
mux2i                  8      8
dfrtp                 19     19
## logic make-up (layout without fill, tap and decap cells)
logic type	Yosys count	count (layout)	share of synthesized area, %
compound gates	76	76	31.4
simple gates	82	82	20.1
mux	12	12	6.06
fa+ha+maj	3	3	1.82
xor+xnor	16	16	6.79
buf+inv	34	42	8.31
flops	21	21	25.6
## routing by layer
metal / vias up / part of all wire [%] / track usage (%)
met4: 0 / 0.73 / 1.23
met1: 892 / 51 / 24.6
met2: 39 / 44 / 22.0
met5: - / 0 / 0
met3: 2 / 3.5 / 1.18
li1: 913 / - / -
## sequential cells by signal, summed over array words and instances, names as in the netlist
register / cells
count_req_vec: 12
arbiter_state: 3
gnt_vec: 3
grant_posn: 3
## cell type report
| type | count | share of cell area, % |
|---|---|---|
| Timing Repair Buffer | 26 | 10.8 |
| Sequential cell | 21 | 22.6 |
| Tap cell | 77 | 4.13 |
| Inverter | 12 | 1.93 |
| Clock buffer | 3 | 1.77 |
| Multi-Input combinational cell | 189 | 58.5 |
| Clock inverter | 1 | 0.215 |
Power and IR drop assume default switching activity.
