`flow/config.mk`:
```
export PLATFORM = sky130hd
export DESIGN_NAME = arbiter_wrr_4_ch
export DESIGN_NICKNAME = arbiter_wrr_4_ch
export VERILOG_FILES = /design/flow/design.v
export SDC_FILE = /design/flow/constraint.sdc
export NUM_CORES = 4
export LEC_CHECK = 1
export CORE_UTILIZATION = 30
```
`flow/constraint.sdc`:
```
current_design arbiter_wrr_4_ch

set clk_period 4.3
set clk_io_pct 0.2

create_clock -name clk0 -period $clk_period [get_ports {clk}]

set non_clock_inputs [all_inputs -no_clocks]
set_input_delay [expr $clk_period * $clk_io_pct] -clock clk0 $non_clock_inputs
set_output_delay [expr $clk_period * $clk_io_pct] -clock clk0 [all_outputs]
```
`flow/design.v`:
```
module arbiter_wrr_4_ch(
						input clk,
						input resetb,
						input [3:0] req_vec,		 
						input [3:0] req_vec_wt_0,	 
						input [3:0] req_vec_wt_1,	 
						input [3:0] req_vec_wt_2,	 
						input [3:0] req_vec_wt_3,	 
						input req_n_valid ,			 
						input  [3:0] end_access_vec,	 
						output reg [3:0] gnt_vec 		 			
					);
reg  [2:0] arbiter_state, arbiter_state_nxt;	
reg  [3:0] gnt_vec_nxt;
reg  [3:0] count_req_vec [3:0];			 
reg  [3:0] count_req_vec_nxt [3:0];		 
wire [3:0] cnt_reqdone_vec;
reg  [3:0] relative_req_vec;
reg  [1:0] grant_posn,grant_posn_nxt;
reg  [3:0] relative_cntdone_vec;
reg  [3:0] req_vec_wt_stored [3:0];
wire [3:0] req_vec_wt[3:0];
parameter IDLE 		= 3'b001,	ARM_VALUE 		= 3'b010,		END_ACCESS 		= 3'b100;
parameter IDLE_ID 	= 0,		ARM_VALUE_ID 	= 1,			END_ACCESS_ID 	= 2;
assign req_vec_wt[0] = req_vec_wt_0;
assign req_vec_wt[1] = req_vec_wt_1;
assign req_vec_wt[2] = req_vec_wt_2;
assign req_vec_wt[3] = req_vec_wt_3;
always@(*)
	begin
		relative_req_vec = req_vec;				 
		case(grant_posn)											 
		2'd0: relative_req_vec	= {req_vec[0],req_vec[3:1]};		 
		2'd1: relative_req_vec	= {req_vec[1:0],req_vec[3:2]};		 
		2'd2: relative_req_vec	= {req_vec[2:0],req_vec[3] };				
		2'd3: relative_req_vec	= {req_vec[3:0]};		
		default : begin end
		endcase		
	end
always@(*)
	begin
		relative_cntdone_vec	= cnt_reqdone_vec;
		case(grant_posn)
		2'd0: relative_cntdone_vec	= {cnt_reqdone_vec[0]  ,cnt_reqdone_vec[3:1]};
		2'd1: relative_cntdone_vec	= {cnt_reqdone_vec[1:0],cnt_reqdone_vec[3:2]};		
		2'd2: relative_cntdone_vec	= {cnt_reqdone_vec[2:0],cnt_reqdone_vec[3]} ;				
		2'd3: relative_cntdone_vec	= {cnt_reqdone_vec[3:0]};				
		default : begin end
		endcase
	end
always@(*)
		begin
			arbiter_state_nxt		= arbiter_state;
			gnt_vec_nxt				= gnt_vec;
			count_req_vec_nxt[0]	= count_req_vec[0];
			count_req_vec_nxt[1]	= count_req_vec[1];
			count_req_vec_nxt[2]	= count_req_vec[2];			
			count_req_vec_nxt[3]	= count_req_vec[3];	
			grant_posn_nxt			= grant_posn;
			case(1'b1)			 
				arbiter_state[IDLE_ID]	: 
						begin
							if(req_n_valid)
								begin
									arbiter_state_nxt		= ARM_VALUE;
									count_req_vec_nxt[0]	= req_vec_wt[0];
									count_req_vec_nxt[1]	= req_vec_wt[1];						
									count_req_vec_nxt[2]	= req_vec_wt[2];				
									count_req_vec_nxt[3]	= req_vec_wt[3];	
									gnt_vec_nxt			= 4'b0000;
								end
						end
				arbiter_state[ARM_VALUE_ID] :
						begin
							if ((gnt_vec== 'd0)				 	 ||    
								(end_access_vec[0] & gnt_vec[0]) ||    
								(end_access_vec[1] & gnt_vec[1]) ||    
								(end_access_vec[2] & gnt_vec[2]) ||    
								(end_access_vec[3] & gnt_vec[3]) )     
									begin
										if (relative_req_vec[0] & !relative_cntdone_vec[0])
											begin
												arbiter_state_nxt = END_ACCESS;			
												case(grant_posn)			 
												2'd0 :	gnt_vec_nxt	= 4'b0010;
												2'd1 :	gnt_vec_nxt	= 4'b0100;
												2'd2 :	gnt_vec_nxt	= 4'b1000;
												2'd3 :	gnt_vec_nxt	= 4'b0001;
												default: begin end
												endcase
												case(grant_posn)			 
												2'd0 :	count_req_vec_nxt[1]	= count_req_vec_nxt[1] -1'b1;
												2'd1 :	count_req_vec_nxt[2]	= count_req_vec_nxt[2] -1'b1;
												2'd2 :	count_req_vec_nxt[3]	= count_req_vec_nxt[3] -1'b1;
												2'd3 :	count_req_vec_nxt[0]	= count_req_vec_nxt[0] -1'b1;
												default: begin end
												endcase
												case(grant_posn)			 
												2'd0 :	grant_posn_nxt	= 'd1;
												2'd1 :	grant_posn_nxt	= 'd2;
												2'd2 :	grant_posn_nxt	= 'd3;
												2'd3 :	grant_posn_nxt	= 'd0;
												default: begin end
												endcase
											end
										else
										if (relative_req_vec[1] & !relative_cntdone_vec[1])
											begin
												arbiter_state_nxt = END_ACCESS;			
												case(grant_posn)			 
												2'd0 :	gnt_vec_nxt	= 4'b0100;
												2'd1 :	gnt_vec_nxt	= 4'b1000;
												2'd2 :	gnt_vec_nxt	= 4'b0001;
												2'd3 :	gnt_vec_nxt	= 4'b0010;
												default: begin end
												endcase
												case(grant_posn)			 
												2'd0 :	count_req_vec_nxt[2]	= count_req_vec_nxt[2] -1'b1;
												2'd1 :	count_req_vec_nxt[3]	= count_req_vec_nxt[3] -1'b1;
												2'd2 :	count_req_vec_nxt[0]	= count_req_vec_nxt[0] -1'b1;
												2'd3 :	count_req_vec_nxt[1]	= count_req_vec_nxt[1] -1'b1;
												default: begin end
												endcase
												case(grant_posn)			 
												2'd0 :	grant_posn_nxt	= 'd2;
												2'd1 :	grant_posn_nxt	= 'd3;
												2'd2 :	grant_posn_nxt	= 'd0;
												2'd3 :	grant_posn_nxt	= 'd1;
												default: begin end
												endcase
											end
										else
										if (relative_req_vec[2] & !relative_cntdone_vec[2])
											begin
												arbiter_state_nxt = END_ACCESS;			
												case(grant_posn)			 
												2'd0 :	gnt_vec_nxt	= 4'b1000;
												2'd1 :	gnt_vec_nxt	= 4'b0001;
												2'd2 :	gnt_vec_nxt	= 4'b0010;
												2'd3 :	gnt_vec_nxt	= 4'b0100;
												default: begin end
												endcase
												case(grant_posn)			 
												2'd0 :	count_req_vec_nxt[3]	= count_req_vec_nxt[3] -1'b1;
												2'd1 :	count_req_vec_nxt[0]	= count_req_vec_nxt[0] -1'b1;
												2'd2 :	count_req_vec_nxt[1]	= count_req_vec_nxt[1] -1'b1;
												2'd3 :	count_req_vec_nxt[2]	= count_req_vec_nxt[2] -1'b1;
												default: begin end
												endcase
												case(grant_posn)			 
												2'd0 :	grant_posn_nxt	= 'd3;
												2'd1 :	grant_posn_nxt	= 'd0;
												2'd2 :	grant_posn_nxt	= 'd1;
												2'd3 :	grant_posn_nxt	= 'd2;
												default: begin end
												endcase
											end
										else
										if (relative_req_vec[3] & !relative_cntdone_vec[3])
											begin
												arbiter_state_nxt = END_ACCESS;			
												case(grant_posn)			 
												2'd0 :	gnt_vec_nxt	= 4'b0001;
												2'd1 :	gnt_vec_nxt	= 4'b0010;
												2'd2 :	gnt_vec_nxt	= 4'b0100;
												2'd3 :	gnt_vec_nxt	= 4'b1000;
												default: begin end
												endcase
												case(grant_posn)			 
												2'd0 :	count_req_vec_nxt[0]	= count_req_vec_nxt[0] -1'b1;
												2'd1 :	count_req_vec_nxt[1]	= count_req_vec_nxt[1] -1'b1;
												2'd2 :	count_req_vec_nxt[2]	= count_req_vec_nxt[2] -1'b1;
												2'd3 :	count_req_vec_nxt[3]	= count_req_vec_nxt[3] -1'b1;
												default: begin end
												endcase
												case(grant_posn)			 
												2'd0 :	grant_posn_nxt	= 'd0;
												2'd1 :	grant_posn_nxt	= 'd1;
												2'd2 :	grant_posn_nxt	= 'd2;
												2'd3 :	grant_posn_nxt	= 'd3;
												default: begin end
												endcase
											end
										else
											begin
												gnt_vec_nxt	= 4'b0000;
												count_req_vec_nxt[0]	= req_vec_wt_stored[0];
												count_req_vec_nxt[1]	= req_vec_wt_stored[1];
												count_req_vec_nxt[2]	= req_vec_wt_stored[2];	
												count_req_vec_nxt[3]	= req_vec_wt_stored[3];
											end										
									end	
						end
				arbiter_state[END_ACCESS_ID] :
						begin
							if ((end_access_vec[0] & gnt_vec[0]) || 
								(end_access_vec[1] & gnt_vec[1]) || 
								(end_access_vec[2] & gnt_vec[2]) ||
								(end_access_vec[3] & gnt_vec[3])) 
								begin
									arbiter_state_nxt = ARM_VALUE;
										if (relative_req_vec[0] & !relative_cntdone_vec[0])
											begin
												arbiter_state_nxt = END_ACCESS;			
												case(grant_posn)			 
												2'd0 :	gnt_vec_nxt	= 4'b0010;
												2'd1 :	gnt_vec_nxt	= 4'b0100;
												2'd2 :	gnt_vec_nxt	= 4'b1000;
												2'd3 :	gnt_vec_nxt	= 4'b0001;
												default: begin end
												endcase
												case(grant_posn)			 
												2'd0 :	count_req_vec_nxt[1]	= count_req_vec_nxt[1] -1'b1;
												2'd1 :	count_req_vec_nxt[2]	= count_req_vec_nxt[2] -1'b1;
												2'd2 :	count_req_vec_nxt[3]	= count_req_vec_nxt[3] -1'b1;
												2'd3 :	count_req_vec_nxt[0]	= count_req_vec_nxt[0] -1'b1;
												default: begin end
												endcase
												case(grant_posn)			 
												2'd0 :	grant_posn_nxt	= 'd1;
												2'd1 :	grant_posn_nxt	= 'd2;
												2'd2 :	grant_posn_nxt	= 'd3;
												2'd3 :	grant_posn_nxt	= 'd0;
												default: begin end
												endcase
											end
									else
										if (relative_req_vec[1] & !relative_cntdone_vec[1])
											begin
												arbiter_state_nxt = END_ACCESS;			
												case(grant_posn)			 
												2'd0 :	gnt_vec_nxt	= 4'b0100;
												2'd1 :	gnt_vec_nxt	= 4'b1000;
												2'd2 :	gnt_vec_nxt	= 4'b0001;
												2'd3 :	gnt_vec_nxt	= 4'b0010;
												default: begin end
												endcase
												case(grant_posn)			 
												2'd0 :	count_req_vec_nxt[2]	= count_req_vec_nxt[2] -1'b1;
												2'd1 :	count_req_vec_nxt[3]	= count_req_vec_nxt[3] -1'b1;
												2'd2 :	count_req_vec_nxt[0]	= count_req_vec_nxt[0] -1'b1;
												2'd3 :	count_req_vec_nxt[1]	= count_req_vec_nxt[1] -1'b1;
												default: begin end
												endcase
												case(grant_posn)			 
												2'd0 :	grant_posn_nxt	= 'd2;
												2'd1 :	grant_posn_nxt	= 'd3;
												2'd2 :	grant_posn_nxt	= 'd0;
												2'd3 :	grant_posn_nxt	= 'd1;
												default: begin end
												endcase
											end
									else
										if (relative_req_vec[2] & !relative_cntdone_vec[2])
											begin
												arbiter_state_nxt = END_ACCESS;			
												case(grant_posn)			 
												2'd0 :	gnt_vec_nxt	= 4'b1000;
												2'd1 :	gnt_vec_nxt	= 4'b0001;
												2'd2 :	gnt_vec_nxt	= 4'b0010;
												2'd3 :	gnt_vec_nxt	= 4'b0100;
												default: begin end
												endcase
												case(grant_posn)			 
												2'd0 :	count_req_vec_nxt[3]	= count_req_vec_nxt[3] -1'b1;
												2'd1 :	count_req_vec_nxt[0]	= count_req_vec_nxt[0] -1'b1;
												2'd2 :	count_req_vec_nxt[1]	= count_req_vec_nxt[1] -1'b1;
												2'd3 :	count_req_vec_nxt[2]	= count_req_vec_nxt[2] -1'b1;
												default: begin end
												endcase
												case(grant_posn)			 
												2'd0 :	grant_posn_nxt	= 'd3;
												2'd1 :	grant_posn_nxt	= 'd0;
												2'd2 :	grant_posn_nxt	= 'd1;
												2'd3 :	grant_posn_nxt	= 'd2;
												default: begin end
												endcase
											end
									else
										if (relative_req_vec[3] & !relative_cntdone_vec[3])
											begin
												arbiter_state_nxt = END_ACCESS;			
												case(grant_posn)			 
												2'd0 :	gnt_vec_nxt	= 4'b0001;
												2'd1 :	gnt_vec_nxt	= 4'b0010;
												2'd2 :	gnt_vec_nxt	= 4'b0100;
												2'd3 :	gnt_vec_nxt	= 4'b1000;
												default: begin end
												endcase
												case(grant_posn)			 
												2'd0 :	count_req_vec_nxt[0]	= count_req_vec_nxt[0] -1'b1;
												2'd1 :	count_req_vec_nxt[1]	= count_req_vec_nxt[1] -1'b1;
												2'd2 :	count_req_vec_nxt[2]	= count_req_vec_nxt[2] -1'b1;
												2'd3 :	count_req_vec_nxt[3]	= count_req_vec_nxt[3] -1'b1;
												default: begin end
												endcase
												case(grant_posn)			 
												2'd0 :	grant_posn_nxt	= 'd0;
												2'd1 :	grant_posn_nxt	= 'd1;
												2'd2 :	grant_posn_nxt	= 'd2;
												2'd3 :	grant_posn_nxt	= 'd3;
												default: begin end
												endcase
											end											
										else
											begin
												gnt_vec_nxt	= 4'b0000;
												count_req_vec_nxt[0]	= req_vec_wt_stored[0];
												count_req_vec_nxt[1]	= req_vec_wt_stored[1];
												count_req_vec_nxt[2]	= req_vec_wt_stored[2];												
												count_req_vec_nxt[3]	= req_vec_wt_stored[3];
											end										
									end	
						end
			endcase
		end
assign cnt_reqdone_vec[0] = (count_req_vec[0] =='d0);
assign cnt_reqdone_vec[1] = (count_req_vec[1] =='d0);
assign cnt_reqdone_vec[2] = (count_req_vec[2] =='d0);
assign cnt_reqdone_vec[3] = (count_req_vec[3] =='d0);
always@(posedge clk or negedge resetb)
	begin
		if(!resetb)
			begin
				arbiter_state		<= IDLE;
				gnt_vec				<= 'd0;
				count_req_vec[0]	<= 'd0;
				count_req_vec[1]	<= 'd0;				
				count_req_vec[2]	<= 'd0;				
				count_req_vec[3]	<= 'd0;				
				req_vec_wt_stored[0] <= 'd0;
				req_vec_wt_stored[1] <= 'd0;
				req_vec_wt_stored[2] <= 'd0;
				req_vec_wt_stored[3] <= 'd0;				
				grant_posn			 <= 'd2;
			end
		else	
			begin
				arbiter_state		<= arbiter_state_nxt;				
				gnt_vec				<= gnt_vec_nxt;
				count_req_vec[0]	<= count_req_vec_nxt[0];
				count_req_vec[1]	<= count_req_vec_nxt[1];
				count_req_vec[2]	<= count_req_vec_nxt[2];
				count_req_vec[3]	<= count_req_vec_nxt[3];
				req_vec_wt_stored[0] <= req_vec_wt_stored[0];
				req_vec_wt_stored[1] <= req_vec_wt_stored[1];
				req_vec_wt_stored[2] <= req_vec_wt_stored[2];
				req_vec_wt_stored[3] <= req_vec_wt_stored[3];						
				grant_posn			 <= grant_posn_nxt;
			end
	end
endmodule
```
`flow/run.sh`:
```
#!/bin/bash
# OpenROAD 26Q1-2900-gdf79404cd8, Yosys 0.63+post, stock flow scripts
make -C /OpenROAD-flow-scripts/flow DESIGN_CONFIG=/design/flow/config.mk WORK_HOME=/design/flow/orfs finish
```
==> flow_results.org <==
#+TITLE: Synthesis and PnR summary

** Global route
- Vias in the first global route :: around 1900
- Grt total ovfl :: 0
- The initial antenna violation count was 0.
- Total routing usage reported by global routing :: 16.1%
- Global-route wire length before repair :: slightly above 9 mm
- Entering global routing, the biggest net connects 38 pins.

** Floorplanning
- The horizontal die dimension reported for this design is 85.0 µm.
- Initial Utilization :: 31.8%
- I/O pin count :: 31
- The floorplan has 29 rows.
- Vertical die size :: 85.0 µm
- Total die area :: 0.00723 mm²
- The total area inside the core boundary comes to 0.00649 mm².

** Yosys
- Dominant synthesized flop cell :: sky130_fd_sc_hd__dfrtp_1
- Synth flops :: 27
- Sequential elements use approximately a third of the synthesized area.
- For this run, the chip area from Yosys synthesis comes to 0.00207 mm².
- Before any placement, the netlist area is recorded as 0.00207 mm².
- Post-synthesis cell type with the largest instance count :: sky130_fd_sc_hd__nand2_1
- In this run the mean area of a mapped cell was around 8.2 µm².
- Number of different library cells in the post-synthesis netlist :: 57
- Area share of the largest cell type after synthesis :: 30.2%
- Counting the warning lines in the Yosys log gives 4.
- Async SR Flop Fraction :: 100%
- Counting instances in the post-synthesis netlist gives the leading cell types as sky130_fd_sc_hd__nand2_1, sky130_fd_sc_hd__dfrtp_1, sky130_fd_sc_hd__nor2_1.
- Cell count after synthesis :: 253
- After synthesis, the cell types taking the most area are sky130_fd_sc_hd__dfrtp_1, sky130_fd_sc_hd__nand2_1, sky130_fd_sc_hd__o21ai_0.
- The post-synth count of flops with an enable pin is 0.
- After synthesis, the design contains 253 cells according to Yosys.
- The cell type that accounts for the most area after synthesis is sky130_fd_sc_hd__dfrtp_1.

** Clock tree
- Clock tree from TritonCTS :: yes
- Clock tree synthesis inserted a total of 3 buffers.
- Root buf cell :: sky130_fd_sc_hd__clkbuf_8
- After clock tree synthesis, the flow added hold-fix buffers numbering 0.
- Post-CTS setup buffers :: 0
- Clock sinks :: 27
- Count of instances resized after the clock tree is built :: 0
- Clock-pin slew on the worst setup and hold paths :: 0.09 ns
- Looking at the clock tree report, the maximum root-to-sink buffer count equals 2.
- Clock latency on the worst-skew pair :: 0.28 ns
- H-tree Lvls :: 1

** Place
- Detailed placer's ending HPWL :: between 4 and 5 mm
- Per the placement log, port buffering inserted 30 buffers.
- The final weighted congestion recorded by global placement is 0.923.

** Job
- Number of warnings in the stage logs :: 25
- The tool flagged a number of max-cap violations equal to 0.

** Detailed routing
- Detailed-route wire length per cell :: 15.6 µm
- ANT nets after route :: 0
- Before antenna repair, the detailed router went through 5 iterations.
- Vias per Instance :: 5.67
- N_diodes :: 0
- Wires add up to approximately 5.5 mm.
- Via count :: 1995
- Initial drt markers :: 162
- DR DRC count :: 0

** Timing
- Total negative slack :: 0 ns
- For this run, the final setup violation count is recorded as 0.
- Max-slew headroom :: 52.8%
- The transition time recorded at the tightest slew-check pin is 0.709 ns.
- Per the timing report, the achievable frequency comes out to 304 MHz.
- Shortest period the worst path allows :: 3.29 ns
- Per the final timing report, the hold violations number 0.
- Number of max-slew violations in the final report :: 0
- On the final layout, the worst clock skew is around 0.0084 ns.
- Hold is met by just under 0.5 ns.
- Fin crit share :: 76.5%
- Setup repair after global routing left no endpoint under its margin.

** Cells and area
- The filler cells instantiated in the layout total 667.
- Area growth syn-to-layout :: 19.4%
- Share of final-layout standard cells stronger than drive strength 1 :: 8.00%

** Critical path
- Startpoint type of the worst setup path :: input pin
- Critical setup path kind :: input pin to flip-flop
- The report shows a maximum critical-path fanout of 9.
- CP Data Arrival Time :: around 3.5 ns
- The required time at the worst endpoint is listed as approximately 4.5 ns.
- STA classifies the critical path endpoint as a flip-flop.

** Pwr
- Power density of the placed cells :: between 400 and 500 mW/mm²
- IR analysis of the VDD net gives a maximum drop of approximately 0.00024 V.
- Reported leakage power :: 0.988 nW
- Final total power :: 1.22 mW

** Outcome
- Result of the run :: complete, no violations

** Min path
- Hold WC Path Type :: flip-flop to flip-flop
==> path summary, 6_finish.rpt <==
| path | end | slack, ns | startpoint | cells after the start |
|---|---|---|---|---|
| max | count_req_vec[3][2] | 1.01 | req_vec[1] | 8 |
| min | count_req_vec[1][1] | 0.50 | count_req_vec[1][1] | 2 |
| max reg2reg | count_req_vec[3][2] | 1.23 | grant_posn[2] | 7 |
| min reg2reg | count_req_vec[1][1] | 0.50 | count_req_vec[1][1] | 2 |
| max in group asynchronous | arbiter_state[0] | 3.05 | resetb | 2 |
| min in group asynchronous | grant_posn[1] | 0.94 | resetb | 2 |
==> metrics by stage <==
stage	instance area (µm²)	setup slack [ns]	instances	utilization, %
after floorplan	2070	1.66	253	-
after global placement	2420	0.802	348	37.3
after detailed placement	2420	0.712	348	37.3
after CTS	2470	0.993	352	38.0
after global routing	2470	0.847	352	38.0
final	2470	1.01	352	38.0
==> layout by cell type, fill, tap and decap left out, drive strengths merged, types with 3 or more instances in the layout <==
master and count:
nand2 31, inv 18, clkbuf 3, nor2 21, nand3 4, or2 4
o221ai 3, clkdlybuf4s50 30, nor3 15, ha 4, and3 3, a222oi 8
a22o 9, nor4 3, dfrtp 25, a32o 6, a21oi 17, nor4bb 3
nor3b 4, o31ai 3, o21ai 25
==> registers in the layout (all words and copies together) (netlist names) <==
name           cells
count_req_vec     16
gnt_vec            4
grant_posn         4
arbiter_state      3
==> logic make-up (layout without fill, tap and decap cells) <==
logic type               count (synthesis)  count (layout)  synth area share, %
buffers and inverters                   32              54                 6.17
AND/OR/NAND/NOR                         96              96                 24.8
AND-OR/OR-AND                           94              94                 33.8
flip-flops                              27              27                 32.8
adder cells (fa/ha/maj)                  4               4                 2.42
==> area by class of cell <==
| class | count | area, µm² | share of cell area [%] |
|---|---|---|---|
| Clock inverter | 1 | 7.51 | 0.304 |
| Inverter | 18 | 67.6 | 2.74 |
| Timing Repair Buffer | 32 | 315 | 12.8 |
| Sequential cell | 27 | 678 | 27.5 |
| Clock buffer | 3 | 41.3 | 1.67 |
| Tap cell | 77 | 96.3 | 3.90 |
| Multi-Input combinational cell | 194 | 1260 | 51.1 |
==> report_power, final <==
part           internal, mW  switching, mW
sequential            0.348         0.0841
combinational         0.291          0.343
clock                0.0659         0.0856
==> layer usage <==
| layer | track usage, % | vias to the layer above | wire [µm] |
|---|---|---|---|
| li1 | - | 999 | - |
| met1 | 25.6 | 938 | 2810 |
| met2 | 24.6 | 54 | 2410 |
| met5 | 0 | - | 0 |
| met3 | 2.57 | 4 | 239 |
| met4 | 1.23 | 0 | 35 |
==> critical path, stage by stage <==
cell and delay [ns]:
sky130_fd_sc_hd__clkdlybuf4s50_1 0.47, sky130_fd_sc_hd__a222oi_1 0.52, sky130_fd_sc_hd__or4_4 0.24, sky130_fd_sc_hd__nand2_2 0.10, sky130_fd_sc_hd__nor4_4 0.54, sky130_fd_sc_hd__nor2_2 0.19, sky130_fd_sc_hd__a32o_1 0.31, sky130_fd_sc_hd__a22o_1 0.22
Power figures rest on the tool's default switching activity, not on a simulated workload.
